===== flow/run.sh =====
#!/bin/bash
# OpenROAD 26Q1-2900-gdf79404cd8, Yosys 0.63+post, stock flow scripts
make -C /OpenROAD-flow-scripts/flow DESIGN_CONFIG=/design/flow/config.mk WORK_HOME=/design/flow/orfs finish

===== flow/config.mk =====
export PLATFORM = sky130hd
export DESIGN_NAME = clock
export DESIGN_NICKNAME = clock
export VERILOG_FILES = /design/flow/design.v
export SDC_FILE = /design/flow/constraint.sdc
export NUM_CORES = 4
export LEC_CHECK = 1
export CORE_UTILIZATION = 50

===== flow/constraint.sdc =====
current_design clock

set clk_period 4.3
set clk_io_pct 0.2

create_clock -name clk0 -period $clk_period [get_ports {clk}]

set non_clock_inputs [all_inputs -no_clocks]
set_input_delay [expr $clk_period * $clk_io_pct] -clock clk0 $non_clock_inputs
set_output_delay [expr $clk_period * $clk_io_pct] -clock clk0 [all_outputs]

===== flow/design.v =====
module driver_module(
	input [6:0]	num0,
	input [6:0]	num1,
	input [6:0]	num2,
	input [6:0]	num3,
	input clk,
	input reset,
	output reg [6:0] num,
	output reg [3:0] an
);
reg [1:0] counter;
reg [9:0] sclk;
always @(posedge clk) begin
	sclk <= sclk + 1;
end
always @(posedge sclk[9] or posedge reset) begin
	if(reset) begin
		counter <= 0;		 
		an <= 4'b0000;		 
		num <= 7'b0000000;	 
	end
	else	begin	
		case(counter)
		2'b00: begin
			an <= 4'b1110;	 
			num <= num0;	 
		end
		2'b01: begin
			an <= 4'b1101;	 
			num <= num1;	 
		end
		2'b10: begin
			an <= 4'b1011;	 
			num <= num2;	 
		end
		2'b11: begin
			an <= 4'b0111;	 
			num <= num3;	 
		end
		endcase
		counter <= counter + 1;	 
	end
end
endmodule
module display_decoder(
    input [3:0] in,
    output reg [6:0] display
);
always @(in)
begin
  case(in)
  0: display= 7'b0000001;  
  1: display= 7'b1001111;  
  2: display= 7'b0010010;  
  3: display= 7'b0000110;  
  4: display= 7'b1001100;  
  5: display= 7'b0100100;  
  6: display= 7'b0100000;  
  7: display= 7'b0001111;  
  8: display= 7'b0000000;  
  9: display= 7'b0000100;  
  endcase
end
endmodule
module alarm_clock ( 
	input reset,  
	input clock,  
	input [1:0] hour_in1, 
	input [3:0] hour_in0, 
	input [3:0] minute_in1,
	input [3:0] minute_in0, 
	input load_time,  
	input   load_alarm,  
	input   STOP_alarm,  
	input   Alarm_ON,  
	output reg Alarm,  
	output [1:0]  hour_out1, 
	output [3:0]  hour_out0, 
	output [3:0]  minute_out1, 
	output [3:0]  minute_out0, 
	output [5:0]  seconds,
	output sound
);
wire clock_1s;  
reg [3:0] temp_1s;  
reg [5:0] temp_hour, temp_minute, temp_second; 
reg [1:0] clock_hour1, alarm_hour1; 
reg [3:0] clock_hour0, alarm_hour0;
reg [3:0] clock_min1, alarm_min1;
reg [3:0] clock_min0, alarm_min0;
function [3:0] mod_10;
	input [5:0] number;
	begin
		mod_10 = (number >=50) ? 5 : ((number >= 40)? 4 :((number >= 30)? 3 :((number >= 20)? 2 :((number >= 10)? 1 :0))));
	end
endfunction
always @(posedge clock_1s or posedge reset )
begin
	if(reset) begin 
		alarm_hour1 <= 2;
		alarm_hour0 <= 4;
		alarm_min1 <= 0;
		alarm_min0 <= 0;
		temp_hour <= 0;
		temp_minute <= 0;
		temp_second <= 0;
	end 
	else begin
		if(load_alarm) begin 
			alarm_hour1 <= hour_in1;
			alarm_hour0 <= hour_in0;
			alarm_min1 <= minute_in1;
			alarm_min0 <= minute_in0;
		end 
		if(load_time) begin 
			temp_hour <= hour_in1*10 + hour_in0;
			temp_minute <= minute_in1*10 + minute_in0;
			temp_second <= 0;
		end 
		else begin
			temp_second <= temp_second + 1;
		if(temp_second >=59) begin
			temp_minute <= temp_minute + 1;
			temp_second <= 0;
		end
		if(temp_minute >=59) begin
			temp_minute <= 0;
			temp_hour <= temp_hour + 1;
		end
		if(temp_hour >= 24) begin
			temp_hour <= 0; 
		end
		end
	end
end 
slowClock sclk(.clk(clock), .new_clk(clock_1s), .reset(reset));
always @(*) begin
	if(temp_hour>=20) begin
		clock_hour1 = 2;
	end
	else begin
		if(temp_hour >=10) 
			clock_hour1  = 1;
		else
			clock_hour1 = 0;
	end
	clock_hour0 = temp_hour - clock_hour1*10; 
	clock_min1 = mod_10(temp_minute); 
	clock_min0 = temp_minute - clock_min1*10;
end
assign hour_out1 = clock_hour1;  
assign hour_out0 = clock_hour0;  
assign minute_out1 = clock_min1;  
assign minute_out0 = clock_min0;  
assign seconds = temp_second;	 
always @(posedge clock_1s or posedge reset) begin
	if(reset) 
		Alarm <=0; 
	else begin
		if({alarm_hour1, alarm_hour0, alarm_min1, alarm_min0, 6'd0}=={clock_hour1, clock_hour0, clock_min1, clock_min0, seconds})
		begin  
			if(Alarm_ON) Alarm <= 1; 
		end
		if(STOP_alarm)
			Alarm <=0;  
	end
end
wire [21:0] tone;
tone_generator buzzer(.clk(clock), .tone(tone), .sound(sound));
assign tone = Alarm? 22'd125000:22'd0;	 
endmodule
module slowClock(
	input clk,
	input reset,
	output reg new_clk
);
reg [27:0] counter;
always@(posedge reset or posedge clk)
begin
    if (reset == 1'b1)
        begin
            new_clk <= 0;
            counter <= 0;					 
        end
    else
        begin
            counter <= counter + 1;			 
            if (counter == 50_000_000)		 
                begin
                    counter <= 0;
                    new_clk <= ~new_clk;	 
                end
        end
end
endmodule
module tone_generator(
	input clk,
	input [21:0] tone,
	output reg sound
);
reg [21:0] num;
always@(posedge clk) begin
    if(num == tone)	begin
        sound <= ~sound;	 
        num <= 0;			 
    end
    else    begin
        num <= num + 1;		 
    end
end
endmodule
module clock(
	input clk,
	input [14:0] sw,
	input [3:0]  btn,
	output [6:0] led,
	output [6:0] seg,
	output [3:0] an,
	output sound
);
wire [1:0] h_out1;
wire [3:0] h_out0, m_out0, m_out1;
wire [6:0] n0, n1, n2, n3;
alarm_clock aclk(.clock(clk), .reset(btn[0]), .minute_in0({sw[3], sw[2], sw[1], sw[0]}),
											.minute_in1({sw[7], sw[6], sw[5], sw[4]}),
											.hour_in0({sw[11], sw[10], sw[9], sw[8]}),
											.hour_in1({sw[13], sw[12]}),
											.load_time(btn[1]), .load_alarm(btn[2]), .STOP_alarm(btn[3]),
											.Alarm_ON(sw[14]), .Alarm(led[6]),
											.hour_out0(h_out0),
											.hour_out1(h_out1),
											.minute_out0(m_out0),
											.minute_out1(m_out1),
		 									.seconds(led[5:0]),
		 									.sound(sound)
											);
display_decoder dd0(.in(m_out0), .display(n0));
display_decoder dd1(.in(m_out1), .display(n1));
display_decoder dd2(.in(h_out0), .display(n2));
display_decoder dd3(.in({1'b0, 1'b0, h_out1}), .display(n3));
driver_module dm(.clk(clk), .reset(btn[0]), .num0(n0), .num1(n1), .num2(n2), .num3(n3), .num(seg), .an(an));
endmodule

==> out/metrics.cfg <==
[layout]
fillers=1011
drive_gt1_share_pct=6.31
syn_to_final_growth_pct=13.2
finalInstanceArea_mm2=0.00706

[synth]
yosys_warnings=5
ys_async_sr_fraction_pct=56.4
syn-cell-area_mm2=0.00623
synth-edff-count=1
syn_inst=637
ys_types=60
ys_chip_area_mm2=0.00623
topCellsByArea=dfrtp_1 (29%), dfxtp_1 (10%), xnor2_1 (7.0%)
ys_ff=133
synth_area_leader_cell=dfrtp_1
top_cell_area_share_pct=29.3
yosys_cells=637
ff_type=dfrtp_1
avgSynthCellArea_um2=9.79

[cts]
clockRootBuffer=clkbuf_16
cts_buffers=9
clk_latency_ns=0.32
post-cts-setup-buffers=0
cts_htree_levels=3
cts_hold_buf=0
clkTransAtPathRegs_ns=0.05
cts_tree=built
ctsResizeCount=0
clk_path_buf_depth=2

[setup_path]
reg2regPathDepth=6
worst-path-stages=1
critPathTopFamily=buffers and inverters
cp_data_required_time_ns=3.44
crit_start=aclk.buzzer.sound$_DFFE_PN_
cp.arrival_ns=1.21
cp_slowest_cell=clkdlybuf4s50_1
path_cells=clkdlybuf4s50_1
cp-start-kind=flop
endpoint=sound
critPathMaxFanout=2
critPathMaxStageDelay_ns=0.48
r2r_slack_ns=2.31
crit_type=flop to output port
cp-end-kind=output port
rr_endpoint=aclk.buzzer.sound$_DFFE_PN_
path_buffers=1
r2r_start=aclk.buzzer.num[0]$_SDFF_PN0_

[power]
power_frac_comb_pct=7.4
seqPwrFrac_pct=44.1
power_mw=1.33
switchingPower_uw=279
cellPowerDensity_mw_per_mm2=189
switching_share_pct=20.9
leakage_nw=3.03
power_frac_clock_pct=48.6
p_int_mw=1.05
peakVddDrop_uv=199

[floorplan]
num_rows=40
dieArea_mm2=0.0129
die_height_um=114
coreArea_mm2=0.0121
initial_core_util_pct=51.7
fp.dieW_um=114
pin_count=39

[run_status]
outcome=finished clean

[routing]
wl_per_cell_um=13.5
vias_per_cell=5.14
remaining_drc_errors=0
num_vias=4364
routed_wl_um=11500
drt-initial-drc-count=250
postRouteAntennaNets=0
antenna-diode-count=0
drt_pre_antenna_iters=5

[sta]
worst_clock_skew_ns=0.00682
unclocked_regs=71
timing.fmax_mhz=482
slew_violations=0
untimed_endpoints=89
final-setup-viol-count=0
period_used_pct=48.2
setup_tns_ns=0
slew_headroom_pct=48.2
holdWs_ns=0.404
fin_crit_ns=2.07
worstMarginPinSlew_ns=0.776
rsz0062_at_grt=false
finalHoldViolCount=0

[global_routing]
grt_pass1_vias=4074
grt_pass1_wl_um=20100
grt.overflow.total=0
antenna_found_initial=0
grt_max_degree=43
track_usage_pct=20.1

[place]
place_area_mm2=0.00678
port_buffers=38
gp_congestion=0.861
hpwl_um=8610

[job]
log.warning_count=37
cap_violations=0

[min_path]
worstHoldPathCells=1
hold_class=flop to flop

==> worst min-delay path by stage <==
stage                 startpoint                 end
CTS           dm.sclk[0]$_DFF_P_  dm.sclk[0]$_DFF_P_
global route  dm.sclk[0]$_DFF_P_  dm.sclk[0]$_DFF_P_
finish        dm.sclk[0]$_DFF_P_  dm.sclk[0]$_DFF_P_
==> final cells by class <==
cell class	count	area, um2	share of cell area [%]
Multi-Input combinational cell	446	3070	43.5
Sequential cell	133	2930	41.5
Timing Repair Buffer	42	410	5.82
Clock buffer	15	268	3.79
Tap cell	168	210	2.98
Inverter	44	165	2.34
Clock inverter	1	5.00	0.0709
==> power by group through the flow <==
stage	logic, mW	registers [mW]	clock network (mW)
after global routing	0.112	0.586	0.693
after CTS	0.0997	0.587	0.660
final	0.0979	0.587	0.646
==> per-stage QoR <==
stage / std cells / util (%) / setup WS [ns]
3_5_place_dp: 833 / 56.2 / 1.90
4_1_cts: 849 / 58.5 / 2.22
2_1_floorplan: 647 / - / 1.53
5_1_grt: 849 / 58.5 / 2.06
3_3_place_gp: 833 / 56.2 / 1.90
6_report: 849 / 58.5 / 2.23
==> registers in the layout, indices dropped and copies added, names as in the netlist, 6 cells and up <==
| name | flops |
|---|---|
| dd0.display | 7 |
| aclk.buzzer.num | 22 |
| aclk.temp_second | 6 |
| aclk.sclk.counter | 28 |
| dm.sclk | 10 |
| aclk.temp_minute | 6 |
| dm.num | 7 |
| dd1.display | 7 |
| dd2.display | 7 |
| aclk.temp_hour | 6 |
==> routing by layer <==
layer  GRT usage [%]  share of wire [%]  vias up
li1                -                  -     2252
met5               0                  0        -
met3            3.09                3.6        7
met1            35.3                 54     2027
met4            1.49               0.62        0
met2            28.5                 42       78
==> worst reg2reg max path, stage by stage, from the launching register on <==
cell and delay [ns]:
dfxtp_1 0.34, inv_1 0.06, ha_1 0.14, nor4b_1 0.22, nand4_1 0.13, nor3_1 0.56
buf_4 0.26
==> cells by family after synthesis <==
| family | count (synthesis) | synth area share (%) |
|---|---|---|
| adder cells (fa/ha/maj) | 34 | 7.22 |
| AND-OR/OR-AND | 90 | 9.31 |
| flip-flops | 108 | 40.9 |
| AND/OR/NAND/NOR | 212 | 17.2 |
| buffers and inverters | 68 | 4.39 |
| multiplexers | 15 | 2.69 |
| XOR/XNOR | 84 | 12.2 |
| other | 1 | 0.0601 |
| latches | 25 | 6.02 |
==> placed cells by master, fill, tap and decap left out, drive strengths merged, types with 4 or more instances in the layout <==
cell,instances
a21oi,26
a222oi,6
and3,17
and4,5
buf,4
clkbuf,15
clkdlybuf4s50,38
conb,11
dfrtp,73
dfxtp,32
dlxtn,25
fa,4
ha,28
inv,43
mux2,14
nand2,43
nand3,30
nand4,16
nor2,59
nor2b,5
nor3,10
nor4,11
nor4b,5
o21ai,25
o22ai,8
or3,5
xnor2,52
xor2,32
==> synthesized netlist by cell type, types with 3 or more instances <==
library cell  count
dfrtp_1          73
nor2_1           59
xnor2_1          50
inv_1            43
nand2_1          43
dfxtp_1          32
xor2_1           32
nand3_1          30
ha_1             28
dlxtn_1          25
a21oi_1          24
o21ai_0          24
clkbuf_1         21
and3_1           17
nand4_1          16
mux2_2           14
nor3_1           10
nor4_1            9
o22ai_1           8
a222oi_1          6
and4_1            5
nor2b_1           5
nor4b_1           5
fa_1              4
or3_1             4
a211oi_1          3
o21a_1            3
Power and IR drop assume default switching activity.
